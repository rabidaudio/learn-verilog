==> flow/config.mk <==
export PLATFORM = sky130hd
export DESIGN_NAME = edge_counter
export DESIGN_NICKNAME = edge_counter
export VERILOG_FILES = /design/flow/design.v
export SDC_FILE = /design/flow/constraint.sdc
export NUM_CORES = 4
export LEC_CHECK = 1
export CORE_UTILIZATION = 30
==> flow/constraint.sdc <==
current_design edge_counter

set clk_period 7.4
set clk_io_pct 0.2

create_clock -name clk0 -period $clk_period [get_ports {clk}]

set non_clock_inputs [all_inputs -no_clocks]
set_input_delay [expr $clk_period * $clk_io_pct] -clock clk0 $non_clock_inputs
set_output_delay [expr $clk_period * $clk_io_pct] -clock clk0 [all_outputs]
==> flow/design.v <==
`timescale 1ns/10ps
module edge_counter #(
    parameter WIDTH=32
)  (
    input clk,
    input reset,
    input signal,
    output logic [WIDTH-1:0] posedge_count,
    output logic [WIDTH-1:0] negedge_count
);
    logic prev;
    always_ff @(posedge clk)
        if (reset) begin
            posedge_count <= 0;
            negedge_count <= 0;
            prev <= signal;
        end else begin
            posedge_count <= posedge_count;
            negedge_count <= negedge_count;
            if (prev != signal) begin
                if (signal) posedge_count <= posedge_count + 1;
                else negedge_count <= negedge_count + 1;
            end
            prev <= signal;
        end
endmodule
==> flow/run.sh <==
#!/bin/bash
# OpenROAD 26Q1-2900-gdf79404cd8, Yosys 0.63+post, stock flow scripts
make -C /OpenROAD-flow-scripts/flow DESIGN_CONFIG=/design/flow/config.mk WORK_HOME=/design/flow/orfs finish
==> results.yml <==
# generated from flow reports
synthesis:
  yosysWarnings: 1
  ys_cells: 362
  edf_count: 0
  synth_area_sq_um: 3080
  yosys-top-cells-count: "dfxtp_1, a21oi_1, nor2_1"
  postSynthSeqShare_pct: 42.3
  yosysMostFrequentCell: "dfxtp_1"
  ys.flops: 65
  area_leaders: "dfxtp_1, or4_1, a21oi_1"
  synth.avg_cell_area_sq_um: 8.50
  yosysUniqueCellTypes: 33
  synth.top_cell.area_share_pct: 42.3
  synth_chip_area_sq_um: 3080
  ys.flop_type: "dfxtp_1"
  synth_area_leader_cell: "dfxtp_1"
  async_flop_share_pct: 0
  synth_cells: 362
floorplan:
  fp.dieH_microns: 103
  floorplan.die_area_sq_um: 10700
  die.size.x_microns: 103
  row_count: 36
  io-pin-count: 67
  core-area_sq_um: 9860
  fp-utilization_pct: 31.2
cells_and_area:
  flop_area_sq_um: 1300
  drive_above_1_share_pct: 6.64
  fin_util_pct: 40.9
  n_fill_cell: 949
  area_growth_pct: 31.1
  comb_area_sq_um: 1650
timing:
  maxSlewHeadroom_pct: 51.3
  finalWorstSetupSlack_ns: 3.99
  worst_slew_pin_slew_ns: 0.731
  final_max_slew_viol_count: 0
  setup_viol: 0
  rsz0062_at_grt: "false"
  fmax_mhz: 293
  hold_viol_final: 0
  min_period_ns: 3.41
  min_period_over_period_pct: 46.1
  skew_ns: 0.00741
  fin_tns_setup_ns: 0
  fin_hold_ws_ns: 0.497
worst_hold_path:
  hp-start: "negedge_count[31]"
  hold_depth: 2
  hold_class: "flop to flop"
  hold_path_end: "negedge_count[31]"
grt:
  grtUsageTotal_pct: 14.6
  grt_first_pass_wirelength_microns: 12200
  grt_overflow_total: 0
  grt_antenna_before_repair: 0
  grt_max_degree: 72
  grt_pass1_vias: 2590
detailed_routing:
  vias: 2855
  drtIter0Drc: 94
  routedWlPerCell_microns: 13.2
  drt_wl_total_microns: 7310
  dr.pass1.iters: 4
  drcViolationCount: 0
  vias_per_cell: 5.14
  drtAntennaViolNets: 0
  n_antenna_cell: 0
critical_path:
  cp-end-kind: "flop"
  cp.required_ns: 7.66
  timing.rr.start: "posedge_count[3]"
  path_class: "input pin to flop"
  crit_arrival_ns: 3.68
  cp-start-kind: "input pin"
  r2r_end: "posedge_count[31]"
  ff2ff_setup_slack_ns: 5.16
  cp_max_fo: 8
  reg2regPathDepth: 4
place:
  port_buffers: 66
  dpl.hpwl_microns: 4970
  place_ws_ns: 3.64
  gp_congestion: 0.853
job:
  warning_count: 25
  drv_cap: 0
clock_tree:
  clk_path_buf_depth: 2
  root_buffer: "clkbuf_8"
  numCtsBuffers: 9
  cts.repair.resized: 0
  cts_max_level: 3
  cts_tree: "done"
  post_cts_buffers: 0
  clk_latency_ns: 0.34
  clk_pin_slew_worst_paths_ns: 0.06
  clkSinkCount: 65
  ctsHoldBuffers: 0
pwr:
  ir_drop_mv: 0.0844
  p_leak_nw: 1.22
  p_per_area_nw_per_um2: 171
  p_total_mw: 0.688
status:
  status: "complete, no violations"
## per-layer routing
layer	global-route usage, %	wire (microns)	vias to the layer above
met2	23.9	3350	67
met5	0	0	-
li1	-	-	1453
met3	3.42	340	12
met1	20.3	3500	1323
met4	2.60	125	0
## metrics by stage
stage,instances,instance area [sq um]
after floorplan,362,3080
after global placement,540,3820
after detailed placement,540,3820
after CTS,555,4030
after global routing,555,4030
final,555,4030
## state kept, by name (all words and copies together), names as in the netlist
register,cells
negedge_count,32
posedge_count,32
prev,1
## worst max-delay path, stage by stage
cell,delay (ns)
clkdlybuf4s50_1,0.50
nand4b_1,0.41
or4_1,0.62
or4_1,0.53
a21oi_1,0.14
## area by class of cell
class / instances / area share [%]
Timing Repair Buffer: 67 / 16.4
Tap cell: 133 / 4.13
Inverter: 10 / 0.931
Multi-Input combinational cell: 265 / 40.9
Sequential cell: 65 / 32.3
Clock inverter: 2 / 0.868
Clock buffer: 13 / 4.44
## power by group
group / total, mW / switching [mW] / internal [mW] / leakage (nW)
combinational: 0.0150 / 0.00882 / 0.00618 / 0.584
sequential: 0.353 / 0.00201 / 0.351 / 0.524
clock: 0.319 / 0.129 / 0.190 / 0.112
## cell usage in the layout (no fill, tap or decap), drive strengths merged, types with 2 or more instances in the layout
master,n
a21oi,33
and3,4
and4,5
and4b,2
buf,2
clkbuf,13
clkdlybuf4s50,65
dfxtp,65
ha,2
inv,10
mux2,7
mux2i,2
nand2,22
nand3,12
nand4,21
nor2,33
nor2b,8
nor3,2
nor4,11
o21ai,11
o31ai,22
or2,2
or3,14
or4,26
xnor2,12
xor2,10
## cells by family after synthesis
kind of cell               Yosys count  synth area share (%)
AOI/OAI and AO/OA                   66                  12.5
muxes                                9                  3.21
and+or+nand+nor                    166                  30.9
xor gates and xnor gates            22                  6.26
DFF                                 65                  42.3
buffers and inverters               32                  4.03
adders and majority gates            2                 0.813
## worst max-delay path by stage
| stage | from | end | slack, ns | depth (start not counted) |
|---|---|---|---|---|
| 5_1_grt | signal | negedge_count[31] | 3.83 | 5 |
| 6_report | signal | negedge_count[31] | 3.99 | 5 |
| 4_1_cts | signal | negedge_count[31] | 4.01 | 5 |
Power is estimated from default activity; no workload was simulated.
