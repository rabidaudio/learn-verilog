<file path="./config.mk">
export PLATFORM = sky130hd
export DESIGN_NAME = pulse_width_detector
export DESIGN_NICKNAME = pulse_width_detector
export VERILOG_FILES = /design/flow/design.v
export SDC_FILE = /design/flow/constraint.sdc
export NUM_CORES = 4
export LEC_CHECK = 1
export CORE_UTILIZATION = 30
</file>
<file path="./constraint.sdc">
current_design pulse_width_detector

set clk_period 2.7
set clk_io_pct 0.2

create_clock -name clk0 -period $clk_period [get_ports {clk}]

set non_clock_inputs [all_inputs -no_clocks]
set_input_delay [expr $clk_period * $clk_io_pct] -clock clk0 $non_clock_inputs
set_output_delay [expr $clk_period * $clk_io_pct] -clock clk0 [all_outputs]
</file>
<file path="./design.v">
`timescale 1ns/10ps
module pulse_width_detector (
    input clk,
    input reset,
    input signal,
    output logic output_valid,
    output logic [15:0] pulse_width
);
    logic [15:0] buffer;
    always_ff @( posedge clk )
        if (reset) begin
            buffer <= 0;
            pulse_width <= 0;
            output_valid <= 0;
        end else begin
            buffer <= buffer;
            pulse_width <= pulse_width;
            output_valid <= 0;
            if (signal) buffer <= buffer + 1;
            else if (buffer > 0) begin
                output_valid <= 1;
                pulse_width <= buffer;
                buffer <= 0;
            end
        end
endmodule
</file>
<file path="./run.sh">
#!/bin/bash
# OpenROAD 26Q1-2900-gdf79404cd8, Yosys 0.63+post, stock flow scripts
make -C /OpenROAD-flow-scripts/flow DESIGN_CONFIG=/design/flow/config.mk WORK_HOME=/design/flow/orfs finish
</file>
==> metrics.cfg <==
[place]
gp_routability_congestion=0.7953
place_area_um2=1758
placed_cells=238
placement.io_buffers=19
detailedPlacementHpwl_mm=2.036

[cts]
cts_hold_repair.buffers=0
cts_num_sinks=33
cts.repair.resized=0
clkTransAtPathRegs_ns=0.07
tritoncts=built
latency_at_later_pin_ns=0.28
cts_max_level=2
post-cts-setup-buffer-count=0
cts_made_buffers=5
root_buffer=sky130_fd_sc_hd__clkbuf_8
cts-root-to-sink-buffers=2

[pwr]
cellInternalPower_uw=694.3
power.share.switching_pct=22.97
power.net_switching_uw=207.0
power.sequential.fraction_pct=54.8
share_clk_of_total_power_pct=38.9
power_density_nw_per_um2=489.7
peakVddDrop_mv=0.2432
combPwrFrac_pct=6.4
power_leakage_uw=0.0006062

[synthesis]
syn_inst=159
synth_cell_type_count=37
ys_cells=159
ao_oa_area_share_pct=10.39
synth.avg_cell_area_um2=9.545
synth_xor_xnor_area_share_pct=1.731
synthSimpleGateAreaFrac_pct=29.35
yosysWarnings=1
synth_adder_area_share_pct=1.649
netlist.area_leader.share_pct=43.53
synth_chip_area_um2=1518
netlist_area_um2=1518
synth.logic.top_family=simple AND/OR/NAND/NOR gates
top_area_cell=sky130_fd_sc_hd__dfxtp_1
yosys.stat.seqShare_pct=43.53
synth.area.mux_share_pct=8.162
yosys_register_bits=33
synthTopCellsByArea=sky130_fd_sc_hd__dfxtp_1 44%, sky130_fd_sc_hd__mux2i_1 5.9%, sky130_fd_sc_hd__nand2_1 5.2%

[cells_and_area]
post_layout_nonfiller_instances=246
layout-drive-gt1-share_pct=12.85
synthToLayoutAreaGrowth_pct=21.27
finish.instance_area_um2=1841
fillerInstances=482

[timing]
finalSetupTns_ns=0
rsz0062_at_grt=no
final_worst_hold_slack_ns=0.4529
worst_slew_margin_rel_pct=53.85
fmax_mhz=500.6
final_max_slew_violation_count=0
final_period_util_pct=73.99
final_report_setup_violation_count=0
timing_hold_violations_final=0
tightestPinTransition_ns=0.6901
period_minus_slack_ns=1.998
worst_clock_skew_ns=0.004223

[detailed_routing]
detail-route-antenna-nets=0
detail_route.wirelength_mm=2.969
first_iter_violations=34
via_count=1184
antenna_cells_inserted=0
wire_per_inst_um=12.07
detailedRoute.firstPassIterationCount=4
avgViaCountPerCell=4.813
drt_drc_violations_left=0

[setup_path]
timing.critical_path.to_type=flop
arrival_ns=2.21
criticalPathCategory=in2reg
timing.critical_path.from_type=primary input
crit_chain=clkdlybuf4s50_1 > and4_1 > nand2_2 > or4_1 > a21oi_1
worst_ep_required_time_ns=2.92
timing.critical_path.slowest_cell_delay_ns=0.64
cp_slowest_cell=sky130_fd_sc_hd__clkdlybuf4s50_1
critPathMaxFanout=9

[grt]
grt.total_usage_pct=12.68
first_pass_grt_wire_length_mm=5.306
globalRoute.totalOverflow=0
initial_antenna_violation_count=0
first_global_vias=1103
grt_max_degree=21

[run_status]
status=finished clean

[run]
drv_cap=0
stage_log_warnings=26

[floorplanning]
placementRows=25
die-height_um=73.13
coreArea_um2=4786
fp_util_pct=31.71
chip_area_um2=5347
design.portCount=20
fp.dieW_um=73.13

[worst_hold_path]
min-delay-path-class=reg2reg

## sequential cells by signal (all words and copies together) (netlist names)
name,count
buffer,16
output_valid,1
pulse_width,16
## placed cells by master (no fill, tap or decap), drive strengths merged, types with 3 or more instances in the layout
cell            n
nand3b          3
nor3            3
mux2            3
nand4           5
o31ai           3
mux2i           9
buf             5
nor2           16
a21oi          12
nand3           6
nand4b          3
nand2          22
and4            4
dfxtp          33
clkdlybuf4s50  19
clkbuf          6
## synth_stat cells
master,number
sky130_fd_sc_hd__inv_1,2
sky130_fd_sc_hd__nand3b_1,3
sky130_fd_sc_hd__mux2i_1,9
sky130_fd_sc_hd__o31ai_1,3
sky130_fd_sc_hd__nand2_2,1
sky130_fd_sc_hd__nand2_1,21
sky130_fd_sc_hd__or2_2,1
sky130_fd_sc_hd__nor2b_1,1
sky130_fd_sc_hd__a41oi_4,1
sky130_fd_sc_hd__or4_1,1
sky130_fd_sc_hd__a21oi_1,12
sky130_fd_sc_hd__o21ai_0,2
sky130_fd_sc_hd__o311ai_1,1
sky130_fd_sc_hd__and3_1,2
sky130_fd_sc_hd__xor2_1,1
sky130_fd_sc_hd__xnor2_1,2
sky130_fd_sc_hd__and4_4,1
sky130_fd_sc_hd__nor4bb_1,1
sky130_fd_sc_hd__buf_2,3
sky130_fd_sc_hd__o41ai_1,2
sky130_fd_sc_hd__nand3_1,6
sky130_fd_sc_hd__dfxtp_1,33
sky130_fd_sc_hd__a41o_2,1
sky130_fd_sc_hd__ha_1,2
sky130_fd_sc_hd__nor3b_1,1
sky130_fd_sc_hd__nor2_1,16
sky130_fd_sc_hd__mux2_1,3
sky130_fd_sc_hd__and4_1,3
sky130_fd_sc_hd__nor4b_4,1
sky130_fd_sc_hd__buf_6,2
sky130_fd_sc_hd__clkbuf_1,5
sky130_fd_sc_hd__nand4_1,5
sky130_fd_sc_hd__buf_4,2
sky130_fd_sc_hd__nor3_2,3
sky130_fd_sc_hd__nor4_4,2
sky130_fd_sc_hd__nand2b_1,1
sky130_fd_sc_hd__nand4b_1,3
## routing by layer
layer | up-vias | track usage (%) | wire length [µm] | share of wire, %
met2 | 31 | 18.21 | 1251 | 42
met3 | 4 | 2.941 | 148 | 5.0
met1 | 545 | 20.09 | 1536 | 52
met4 | 0 | 1.743 | 32 | 1.1
met5 | - | 0 | 0 | 0
li1 | 604 | - | - | -
## final timing paths
| kind | start | to | slack (ns) | cells past startpoint |
|---|---|---|---|---|
| setup / recovery | signal | buffer[13] | 0.70 | 5 |
| hold / removal | pulse_width[9] | pulse_width[9] | 0.45 | 2 |
| setup reg to reg | buffer[0] | pulse_width[13] | 0.77 | 7 |
| hold reg to reg | pulse_width[9] | pulse_width[9] | 0.45 | 2 |
## kinds of logic (layout without fill, tap and decap cells)
group                    count (synthesis)  after routing
flip-flops                              33             33
buffers and inverters                   14             34
AND/OR/NAND/NOR                         73             73
AND-OR/OR-AND                           22             22
adder cells (fa/ha/maj)                  2              2
XOR/XNOR                                 3              3
multiplexers                            12             12
## critical path, delay by kind of cell
kind / cells / cell delay (ns)
and+or+nand+nor: 3 / 0.89
AOI/OAI and AO/OA: 1 / 0.14
buffers and inverters: 1 / 0.64
## per-stage QoR
| stage | power, µW | setup slack [ns] | util [%] |
|---|---|---|---|
| 3_3_place_gp | 562.8 | 0.4264 | 36.73 |
| 5_1_grt | 948.1 | 0.4808 | 38.46 |
| 6_report | 901.4 | 0.7024 | 38.46 |
| 2_1_floorplan | 546.5 | 1.045 | - |
| 3_5_place_dp | 562.2 | 0.4124 | 36.73 |
| 4_1_cts | 914.2 | 0.7032 | 38.46 |
## power groups by stage
| stage | sequential [µW] | combinational [µW] | clock (µW) |
|---|---|---|---|
| after global routing | 494 | 65.3 | 389 |
| final | 494 | 57.6 | 350 |
| after CTS | 493 | 58.1 | 363 |
## layout make-up
| cell class | count | area (µm²) | share of cell area (%) |
|---|---|---|---|
| timing repair buffer | 24 | 227.7 | 12.37 |
| multi-input combinational | 112 | 778.2 | 42.28 |
| tap | 67 | 83.83 | 4.555 |
| inverter | 2 | 7.507 | 0.4079 |
| clock inverter | 2 | 10.01 | 0.5438 |
| clock buffer | 6 | 72.57 | 3.943 |
| sequential | 33 | 660.6 | 35.89 |
Power and IR drop assume default switching activity.
