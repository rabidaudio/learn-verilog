==> /design/flow/run.sh <==
#!/bin/bash
# OpenROAD 26Q1-2900-gdf79404cd8, Yosys 0.63+post, stock flow scripts
make -C /OpenROAD-flow-scripts/flow DESIGN_CONFIG=/design/flow/config.mk WORK_HOME=/design/flow/orfs finish
==> /design/flow/config.mk <==
export PLATFORM = sky130hd
export DESIGN_NAME = led_blinker
export DESIGN_NICKNAME = led_blinker
export VERILOG_FILES = /design/flow/design.v
export SDC_FILE = /design/flow/constraint.sdc
export NUM_CORES = 4
export LEC_CHECK = 1
export CORE_UTILIZATION = 40
==> /design/flow/constraint.sdc <==
current_design led_blinker

set clk_period 3.8
set clk_io_pct 0.2

create_clock -name clk0 -period $clk_period [get_ports {clk}]

set non_clock_inputs [all_inputs -no_clocks]
set_input_delay [expr $clk_period * $clk_io_pct] -clock clk0 $non_clock_inputs
set_output_delay [expr $clk_period * $clk_io_pct] -clock clk0 [all_outputs]
==> /design/flow/design.v <==
`timescale 1ns/10ps
module led_blinker (
    input clk,
    output logic led
);
    localparam logic [31:0] LED_PERIOD_INITIAL_VALUE = 32'd2_000_000;
    localparam logic [31:0] LED_PERIOD_FINAL_VALUE = 32'd200_000;
    localparam logic [7:0] LED_PERIOD_DECREMENT_PERIOD = 8'd20;
    logic [31:0] led_counter;
    logic [31:0] led_period;
    logic [7:0] led_period_decrement_counter;
    always_ff @(posedge clk) begin
        if (led_counter >= led_period) begin
            led_counter <= 0;
            led <= ~led;
        end
        else led_counter <= led_counter + 1;
        if (led_period_decrement_counter == LED_PERIOD_DECREMENT_PERIOD) begin
            led_period_decrement_counter <= 0;
            led_period <= led_period - 1;
        end else begin
            led_period_decrement_counter <= led_period_decrement_counter + 1;
        end
        if (led_period <= LED_PERIOD_FINAL_VALUE) led_period <= LED_PERIOD_INITIAL_VALUE;
    end
    initial led = 0;
    initial led_counter = 0;
    initial led_period = LED_PERIOD_INITIAL_VALUE;
    initial led_period_decrement_counter = 0;
endmodule
==> deck_impl_summary.md <==
Key Metrics from the Run

Synthesis
  – Post-synth top area cell: dfxtp_1
  – Mapped Area: 4200 µm²
  – Post-synthesis cell count: 488
  – Seq share, synth: 0.350
  – Synthesized area per cell: 8.61 µm²
  – Ys async rst share: 0
  – Yosys synthesis chip area: 4200 µm²
  – Cell area leaders: dfxtp_1, ha_1, xnor2_1, a211oi_1, inv_1
  – Flip-flops with a built-in enable: 1
  – Largest type area fraction: 0.343
  – Cell count in the Yosys report: 488
  – Top FF cell, synth: dfxtp_1
  – Ys Warns: 1
  – #FFs+latches synth: 73
  – Synth unique cells: 46

Flow run
  – Maxcap violations: 0
  – Tool Warnings: 27

Final layout
  – Area grow syn2layout: 8.10%
  – Number of fill cells: 967
  – Flop area: 1470 µm²
  – Gate Area: 2490 µm²
  – Layout cells sized above 1: 0.0654

Timing
  – Highest Clock Rate: 362 MHz
  – Crit path time final: 2.76 ns
  – Setup TNS: 0 ns
  – RSZ-0062 raised after global routing: no
  – Cycle use final: 0.727
  – Worst-Margin Slew: 0.825 ns
  – Max-slew violations: 0
  – Endpoints failing setup: 0
  – Final count of hold timing violations: 0
  – Final worst slack: 1.04 ns
  – Slew HR: 0.450
  – Skew final: 0.0132 ns

Clocking
  – H-tree levels: 3
  – Post_cts resized: 0
  – CTS tree: built
  – Clock Path Buffers: 2
  – Hold-fix buffers, CTS: 0
  – Insertion Delay late pin: 0.35 ns
  – Clock root buffer: clkbuf_8
  – Post-CTS Setup Inserts: 0
  – Clock-pin slew on the worst setup and hold paths: 0.08 ns
  – CTS sink cnt: 73
  – CTS Buf Count: 9

Worst setup path
  – Critical path endpoint category: flop
  – CP required: 4.06 ns
  – Critical-path maximum fanout: 22
  – Worst Setup Path Type: reg -> reg
  – Worst EP arrival: 3.02 ns
  – Worst Setup Start Kind: flop

Power
  – Internal: 1.07 mW
  – Peak VDD IR: 0.168 mV
  – PwrDens: 305 nW/µm²
  – Switching Power: 0.313 mW
  – Leak: 1.67 nW
  – Clock share of power: 0.448
  – Switching Fraction: 0.225
  – Combinational power share: 0
  – Reg power frac: 0.552

Global route
  – Largest net degree at the start of global routing: 34
  – Number of global-route vias before repair: 3168
  – Grt total ovfl: 0
  – GRT Util Overall: 0.169
  – Antenna violations before repair: 0
  – First-pass GRT wire length: 14900 µm

Routing
  – N_diodes: 0
  – Routed Antenna Nets: 0
  – Via-to-Cell Ratio: 5.27
  – WL per Instance: 13.4 µm
  – Routed WL: 8400 µm
  – DR vias: 3292
  – 1st-pass router iterations: 4
  – Initial DRC count: 140
  – DRC: 0

Status
  – Status: finished clean

Hold path
  – Hold Crit Class: reg -> reg

Die
  – Die Y: 104 µm
  – DIE AREA: 10900 µm²
  – Die X: 104 µm
  – I/O Pins: 2
  – Std cell rows: 37
  – Core box area: 10200 µm²
  – FP Util: 0.411

Placement
  – Number of port buffers: 1
  – GPL Wtd Cong: 0.816
  – Pre-CTS setup slack: 1.08 ns
  – DP Wirelength: 6060 µm
-- cell families (layout without fill, tap and decap cells) --
kind of cell	Yosys count	after routing	share of synthesized area
flip-flops	73	73	0.350
AND-OR/OR-AND	83	83	0.133
adder cells (fa/ha/maj)	37	37	0.110
XOR/XNOR	56	56	0.117
AND/OR/NAND/NOR	176	176	0.232
buffers and inverters	63	64	0.0581
-- synthesized netlist by cell type, types with 7 or more instances --
library cell and n:
a211oi_1 34, a21oi_1 14, and4_1 7, clkbuf_1 14
dfxtp_1 72, ha_1 37, inv_1 43, nand2_1 30
nand3_1 20, nand4_1 16, nor2_1 37, nor3_1 17
o21ai_0 11, or3_1 10, or4_1 7, xnor2_1 49
xor2_1 7
-- layout by cell type (no fill, tap or decap), types with 7 or more instances in the layout --
cell	n
dfxtp_1	72
xnor2_1	49
inv_1	43
nor2_1	37
ha_1	37
a211oi_1	34
nand2_1	30
nand3_1	20
nor3_1	17
nand4_1	16
a21oi_1	14
o21ai_0	11
or3_1	10
clkbuf_8	9
and4_1	7
xor2_1	7
or4_1	7
-- power groups by stage --
stage | logic (mW) | clock network, mW | registers [mW]
4_1_cts | 0.000000982 | 0.638 | 0.766
6_report | 0.000000982 | 0.621 | 0.766
5_1_grt | 0.000000982 | 0.680 | 0.766
-- metrics by stage --
step / cell area (µm²) / std cells / power (mW) / util / hold slack [ns]
2_1_floorplan: 4200 / 488 / 0.784 / - / 0.434
4_1_cts: 4540 / 625 / 1.40 / 0.444 / 0.481
6_report: 4540 / 625 / 1.39 / 0.444 / 0.481
5_1_grt: 4540 / 625 / 1.45 / 0.444 / 0.522
3_3_place_gp: 4340 / 609 / 0.784 / 0.424 / 0.459
3_5_place_dp: 4340 / 609 / 0.784 / 0.424 / 0.466
-- worst max-delay path, stage by stage, from the launching register on --
cell      delay [ns]
dfxtp_1         0.44
inv_1           0.10
ha_1            0.31
a21oi_1         0.15
o21ai_0         0.09
a221o_1         0.35
or3_1           0.67
buf_4           0.34
a211oi_1        0.21
-- final timing paths --
| kind | startpoint | endpoint | slack, ns | cells after the start |
|---|---|---|---|---|
| worst min register to register | led_period[30] | led_period[30] | 0.48 | 2 |
| worst min-delay path | led_period[30] | led_period[30] | 0.48 | 2 |
| worst max-delay path | led_period[11] | led_counter[23] | 1.04 | 8 |
| worst max register to register | led_period[11] | led_counter[23] | 1.04 | 8 |
-- final cells by class --
cell class                      instances  area share
Clock inverter                          7      0.0174
Clock buffer                            9      0.0273
Multi-Input combinational cell        352       0.549
Sequential cell                        73       0.324
Timing Repair Buffer                    5     0.00882
Inverter                               43      0.0355
Tap cell                              136      0.0375
-- flip-flops by register name, summed over array words and instances (netlist names) --
name	cells
led_counter	32
led_period_decrement_counter	8
led_period	32
led	1
-- per-layer routing --
layer	up-vias	GRT usage	share of wire
met4	0	0.0163	0.0098
li1	1732	-	-
met1	1513	0.251	0.50
met5	-	0	0
met3	6	0.0307	0.034
met2	41	0.271	0.46
Power and IR drop assume default switching activity.
